==> flow/design.v <==
module pipe_mem(
    input logic clk,
    input logic rst,
    input logic reg_write_e2,
    input logic [1:0] result_src_e2,
    input logic mem_write_e2,
    input logic [31:0] alu_result_e2,
    input logic [31:0] write_data_e2,
    input logic [4:0] rd_e2,
    input logic [31:0] pc_plus4_e2,
    output logic reg_write_m1,
    output logic [1:0] result_src_m1,
    output logic mem_write_m1,
    output logic [31:0] alu_result_m1,
    output logic [31:0] write_data_m1,
    output logic [4:0] rd_m1,
    output logic [31:0] pc_plus4_m1
);
always_ff @(posedge clk)            
    begin
        if(rst)
            begin
                reg_write_m1 <= 0;
                result_src_m1 <= 0;
                mem_write_m1 <= 0;
                alu_result_m1 <= 0;
                write_data_m1 <= 0;
                rd_m1 <= 0;
                pc_plus4_m1 <= 0;
            end
        else
            begin
                reg_write_m1 <= reg_write_e2;
                result_src_m1 <= result_src_e2;
                mem_write_m1 <= mem_write_e2;
                alu_result_m1 <= alu_result_e2;
                write_data_m1 <= write_data_e2;
                rd_m1 <= rd_e2;
                pc_plus4_m1 <= pc_plus4_e2;
            end
    end 
endmodule
==> flow/run.sh <==
#!/bin/bash
# OpenROAD 26Q1-2900-gdf79404cd8, Yosys 0.63+post, stock flow scripts
make -C /OpenROAD-flow-scripts/flow DESIGN_CONFIG=/design/flow/config.mk WORK_HOME=/design/flow/orfs finish
==> flow/config.mk <==
export PLATFORM = sky130hd
export DESIGN_NAME = pipe_mem
export DESIGN_NICKNAME = pipe_mem
export VERILOG_FILES = /design/flow/design.v
export SDC_FILE = /design/flow/constraint.sdc
export NUM_CORES = 4
export LEC_CHECK = 1
export CORE_AREA = 10 10 139 139
export DIE_AREA = 0 0 149 149
export SYNTH_HDL_FRONTEND = slang
==> flow/constraint.sdc <==
current_design pipe_mem

set clk_period 1.0
set clk_io_pct 0.2

create_clock -name clk0 -period $clk_period [get_ports {clk}]

set non_clock_inputs [all_inputs -no_clocks]
set_input_delay [expr $clk_period * $clk_io_pct] -clock clk0 $non_clock_inputs
set_output_delay [expr $clk_period * $clk_io_pct] -clock clk0 [all_outputs]
==> flow_metrics.tcl <==
# metrics dict for downstream scripts
set metrics [dict create \
    drtPass1Iterations 3 \
    period_needed_ps 978 \
    first_iter_violations 27 \
    fp.dieH_um 149 \
    grt_pass1_wl_um 14700 \
    wl_per_cell_um 14.4 \
    period_used_pct 97.8 \
    crit_buf_inv 1 \
    setup_viol 0 \
    yosysTopAreaCell "dfxtp_1" \
    synth_cells 221 \
    setup_ws_ps 21.9 \
    cp-start-kind "flip-flop" \
    gp_congestion 0.766 \
    post-route-drc-count 0 \
    numCtsBuffers 9 \
    cpPeakStageDelay_ps 330 \
    regArea_um2 2130 \
    dp_hpwl_um 7740 \
    avgSynthCellArea_um2 12.9 \
    hold_end "pc_plus4_m1[19]" \
    seqPwrFrac_pct 52.9 \
    pwr-share-comb_pct 9.9 \
    whs_ps 80.4 \
    cts_tree "yes" \
    fill_cells 1721 \
    comb_area_um2 657 \
    cp-end-kind "primary output" \
    rsz0062_at_grt "true" \
    cts_root_buf "clkbuf_16" \
    status "completed" \
    wl_um 9490 \
    min_path_cells 2 \
    initial_core_util_pct 17.2 \
    drv_cap 0 \
    dp_slack_ps -48.4 \
    warnings 27 \
    critPathArrivalTime_ps 780 \
    ant_nets 0 \
    intPower_mw 6.70 \
    yosysSeqAreaShare_pct 74.0 \
    numSynthFlops 105 \
    ys_cells 221 \
    drive_gt1_share_pct 32.8 \
    vias_per_cell 3.29 \
    worstPathCellList "buf_6" \
    cp_max_fo 1 \
    yosys_area_um2 2840 \
    crit_path_top_delay_cell "dfxtp_2" \
    crit_family "flip-flops" \
    cts_buffer_depth 2 \
    netSwitchingPower_mw 1.74 \
    clkTransAtPathRegs_ps 70 \
    hold_class "primary input to flip-flop" \
    relSlewSlack_pct 83.7 \
    antenna_found_initial 0 \
    rows 47 \
    clockPowerShare_pct 37.2 \
    chipArea_um2 22200 \
    yosysTopAreaCellShare_pct 74.0 \
    p_per_area_nw_per_um2 1700 \
    leakage_nw 2.18 \
    cts_num_sinks 105 \
    gr-total-overflow 0 \
    dp_cells 644 \
    utilization_pct 30.2 \
    htreeDepth 3 \
    grt_pass1_vias 2426 \
    vdd_drop_max_mv 0.967 \
    hp-start "rst" \
    worst_slew_pin_slew_ps 244 \
    netSwitchingFraction_pct 20.6 \
    areaGrowthSynthToFinish_pct 75.1 \
    crit_required_ps 800 \
    final_hold_viol_count 0 \
    n_antenna_cell 0 \
    synth_area_um2 2840 \
    fmax_mhz 1020 \
    finalSetupTns_ps 0 \
    io_pins 212 \
    ys_warn_count 0 \
    grt_max_degree 53 \
    synth_cell_types 5 \
    grt_usage_pct 8.51 \
    slew_violations 0 \
    portBuffers 211 \
    core_area_um2 16500 \
    dieWidth_um 149 \
    path_class "flip-flop to primary output" \
    vias 2167 \
    area_leaders "dfxtp_1 (74%), nor2b_1 (23%), buf_6 (1.2%)" \
    final_cells 659 \
]
worst max path at each step:
stage            startpoint           endpoint  slack (ps)  depth (start not counted)
4_1_cts     pc_plus4_m1[19]    pc_plus4_m1[19]          -8                          1
5_1_grt   write_data_m1[31]  write_data_m1[31]         -20                          1
6_report    pc_plus4_m1[19]    pc_plus4_m1[19]          20                          1
layout make-up:
class / instances / area share, %
Clock buffer: 10 / 4.60
Tap cell: 220 / 5.53
Clock inverter: 5 / 0.679
Sequential cell: 105 / 42.8
Timing Repair Buffer: 214 / 33.2
Multi-Input combinational cell: 105 / 13.2
metrics by stage:
stage               total power, mW  area, um2
floorplan                      4.70       2840
global placement               5.62       5190
detailed placement             5.63       5190
CTS                            8.62       4950
global route                   8.93       4970
finish                         8.44       4970
logic make-up (layout without fill, tap and decap cells):
logic type	count (synthesis)	in the layout	share of synthesized area, %
DFF	105	105	74.0
buffers and inverters	11	229	2.86
and+or+nand+nor	105	105	23.1
repair_timing:
action,CTS,global route
buffers inserted,0,0
pin swaps,0,0
hold buffers,0,0
resized,350,8
endpoints found under the setup margin,105,21
sequential cells by signal, indices dropped and copies added (netlist names):
name           cells
reg_write_m1       1
write_data_m1     32
result_src_m1      2
rd_m1              5
alu_result_m1     32
pc_plus4_m1       32
mem_write_m1       1
synthesized netlist by cell type:
| cell type | number |
|---|---|
| dfxtp_1 | 105 |
| nor2b_1 | 105 |
| buf_2 | 5 |
| buf_4 | 3 |
| buf_6 | 3 |
layer usage:
layer / global-route usage [%] / part of all wire (%) / vias up
met5: 0 / 0 / -
met4: 1.08 / 1.4 / 0
met3: 6.10 / 17 / 10
met2: 12.6 / 42 / 142
met1: 10.2 / 40 / 930
li1: - / - / 1085
layout by cell type (no fill, tap or decap):
cell	instances
buf_2	102
clkbuf_16	9
buf_12	2
clkinvlp_4	2
nor2b_1	105
clkbuf_1	1
dfxtp_1	84
buf_6	3
clkinv_2	2
buf_4	2
clkdlybuf4s50_1	105
dfxtp_2	21
clkinv_4	1
power groups by stage:
stage | registers [mW] | logic (mW) | clock network, mW
6_report | 4.46 | 0.835 | 3.14
5_1_grt | 4.48 | 0.936 | 3.50
4_1_cts | 4.46 | 0.864 | 3.29
Power and IR drop assume default switching activity.
