==> /design/flow/design.v <==
module pc_src_mux(
    input  logic       pc_src,
    input  logic [31:0] branch_pc,
    input  logic [31:0] pc_plus4,
    output logic [31:0] next_pc
);
    assign next_pc = (pc_src) ? branch_pc : pc_plus4;
endmodule
==> /design/flow/run.sh <==
#!/bin/bash
# OpenROAD 26Q1-2900-gdf79404cd8, Yosys 0.63+post, stock flow scripts
make -C /OpenROAD-flow-scripts/flow DESIGN_CONFIG=/design/flow/config.mk WORK_HOME=/design/flow/orfs finish
==> /design/flow/config.mk <==
export PLATFORM = sky130hd
export DESIGN_NAME = pc_src_mux
export DESIGN_NICKNAME = pc_src_mux
export VERILOG_FILES = /design/flow/design.v
export SDC_FILE = /design/flow/constraint.sdc
export NUM_CORES = 4
export LEC_CHECK = 1
export CORE_AREA = 10 10 70 70
export DIE_AREA = 0 0 80 80
export SYNTH_HDL_FRONTEND = slang
==> /design/flow/constraint.sdc <==
current_design pc_src_mux

set clk_period 1.0
set clk_io_pct 0.2

create_clock -name clk0 -period $clk_period

set non_clock_inputs [all_inputs -no_clocks]
set_input_delay [expr $clk_period * $clk_io_pct] -clock clk0 $non_clock_inputs
set_output_delay [expr $clk_period * $clk_io_pct] -clock clk0 [all_outputs]
==> results.ini <==
[synth]
netlist_instances = 36
synthDominantAreaCellType = sky130_fd_sc_hd__mux2_4
ys.warnings.count = 0
ys_top_cells_by_area = sky130_fd_sc_hd__mux2_4 83%, sky130_fd_sc_hd__buf_12 11%, sky130_fd_sc_hd__mux2_2 4.1%
yosys-stat-cells = 36
synth_chip_area_sq_um = 544.3
ys_types = 4
netlist.area_leader.share_pct = 82.76
syn_avg_cell_area_sq_um = 15.12
postSynthSeqShare_pct = 0
synth.cell_area_sq_um = 544.3

[status]
status = finished with violations
failing_checks = setup timing

[floorplanning]
die-area_sq_um = 6400
placement_rows = 21
fp_util_pct = 15.93
die.size.x_microns = 80
pin_count = 97
die_ht_microns = 80
floorplan.core_area_sq_um = 3416

[critical_path]
worst-path-buf-inv = 4
worst-endpoint-arrival_ps = 980
crit_path_required_time_ps = 800
cp-end-kind = primary output
critPathMaxStageDelay_ps = 290
critical_path_peak_fanout = 4
cp_max_delay_cell = sky130_fd_sc_hd__mux2_4
path_common_cell = sky130_fd_sc_hd__buf_12
start_kind = input pin
critPathKind = input pin to primary output
cp_cell_sequence = buf_12 > buf_12 > buf_12 > mux2_4 > buf_6
critical_path_depth = 5
cpLargestDelayFamily = buffers and inverters

[power]
cellLeakagePower_nw = 0.8932
worst_ir_drop_vdd_uv = 159.0
power.net_switching_w = 0.0001343
seq_pwr_share_pct = 0
clock_power_share_pct = 0
cellInternalPower_w = 0.0004998
power.share.combinational_pct = 100.0
total_power_w = 0.0006341
power.share.switching_pct = 21.18
power_per_cell_area_nw_per_um2 = 393.8

[final_timing]
setup_violations = 32
drv_slew = 0
hold-worst-slack_ps = 691.4
setup-tns-final_ps = -3409
finalWorstPathRequiredPeriod_ps = 1177
timing.final.ws_setup_ps = -177.3
rsz0062_at_grt = yes
timing.max_slew.rel_slack_pct = 94.66
layout_worst_path_cycle_share_pct = 117.7
final-hold-violation-count = 0
tightestPinTransition_ps = 80.17
fmax_mhz = 849.4

[global_route]
grt_pass1_wl_microns = 4181
grt_pass1_vias = 778
met2_routing_resource_usage_after_global_routing_pct = 14.04
number_of_antenna_violations_at_the_first_check_in_global_routing = 0
globalRoute.busiestLayer = met2
grt_start_max_net_pins = 10
use_met1_pct = 9.426
overflow = 0
globalRouteTotalUtil_pct = 8.035
global_route.usage.met3_pct = 3.409

[final_layout]
layout_top_cells = 40 x sky130_fd_sc_hd__dlygate4sd2_1, 32 x sky130_fd_sc_hd__mux2_4, 17 x sky130_fd_sc_hd__buf_6, 16 x sky130_fd_sc_hd__clkdlybuf4s50_1, 15 x sky130_fd_sc_hd__buf_2
postLayoutCellArea_sq_um = 1610
n_clock_buffer = 0
post_route_cells_drive_above_1_share_pct = 53.28
design.seq.count = 0
layout.core_utilization_pct = 47.14
area.growth.synth_to_final_pct = 195.9
sequential_cell_area_sq_um = 0
final_common_cell = sky130_fd_sc_hd__dlygate4sd2_1

[drt]
drt_first_iter_violations = 7
via_count = 684
drt_drc_violations_left = 0
vias_per_cell = 3.738
routed_wire_length_per_instance_microns = 15.10
num_antenna_cells = 0
drtPass1Iterations = 2
postRouteAntennaNets = 0
routed_wl_microns = 2763

[place]
place_congestion = 0.8138
io_buffers = 97
placed_cell_area_sq_um = 1536

[min_path]
whs_path_depth = 3
min_to = next_pc[24]
min_path_type = input pin to primary output
worstHoldStart = pc_plus4[24]

[flow_run]
cap_violations = 0
stage_log_warnings = 34

worst max-delay path by stage:
stage | from | to | slack [ps]
global route | pc_plus4[2] | next_pc[2] | -200
finish | pc_src | next_pc[9] | -180
CTS | pc_src | next_pc[9] | -190
stage by stage:
step,setup WS [ps],cells
global route,-198.9,183
finish,-177.3,183
floorplan,66.90,36
global placement,-494.4,177
detailed placement,-498.1,177
CTS,-189.0,183
power by group through the flow:
stage         Combinational, W  Sequential (W)  Clock, W
CTS                   0.000623               0         0
finish                0.000634               0         0
global route          0.000678               0         0
per-layer routing:
layer  vias to the layer above  part of all wire [%]  wire (microns)
li1                        339                     -               -
met1                       294                    40            1096
met2                        51                    48            1317
met3                         0                    13             349
met4                         0                     0               0
met5                         -                     0               0
cell usage after synthesis:
cell and number:
sky130_fd_sc_hd__mux2_4 30, sky130_fd_sc_hd__buf_12 3, sky130_fd_sc_hd__mux2_2 2, sky130_fd_sc_hd__buf_6 1
timing repair:
item | in CTS | in global routing
setup endpoints to repair | 32 | 32
hold buffers | 0 | 0
gates resized | 153 | 16
pin swaps | 0 | 0
cloned | 2 | 0
buffers inserted | 4 | 0
logic make-up after synthesis:
family	after synthesis	synth area share, %
multiplexers	32	86.90
buffers and inverters	4	13.10
cell type report:
| cell class | instances | area [sq um] |
|---|---|---|
| fillers | 346 | 1805 |
| repair buffers | 105 | 1072 |
| multi-input cells | 32 | 480.5 |
| well taps | 46 | 57.56 |
tightest hold or removal path, stage by stage:
cell	delay, ps
sky130_fd_sc_hd__dlymetal6s2s_1	80
sky130_fd_sc_hd__mux2_4	130
sky130_fd_sc_hd__buf_2	80
Power and IR drop assume default switching activity.
